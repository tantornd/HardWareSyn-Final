==> flow/design.v <==
`timescale 1ns / 1ps
module vga_controller(
    input wire clk_100MHz,   
    input wire reset,        
    output wire video_on,    
    output wire hsync,       
    output wire vsync,       
    output wire p_tick,      
    output wire [9:0] x,     
    output wire [9:0] y      
);
    localparam HD = 640;     
    localparam HF = 48;      
    localparam HB = 16;      
    localparam HR = 96;      
    localparam HMAX = HD + HF + HB + HR - 1;
    localparam VD = 480;     
    localparam VF = 10;      
    localparam VB = 33;      
    localparam VR = 2;       
    localparam VMAX = VD + VF + VB + VR - 1;
    reg [1:0] clk_div = 0;
    wire clk_25MHz;
    always @(posedge clk_100MHz or posedge reset) begin
        if (reset)
            clk_div <= 0;
        else
            clk_div <= clk_div + 1;
    end
    assign clk_25MHz = (clk_div == 0);
    assign p_tick = clk_25MHz;
    reg [9:0] h_count = 0;
    reg [9:0] v_count = 0;
    always @(posedge clk_25MHz or posedge reset) begin
        if (reset) begin
            h_count <= 0;
            v_count <= 0;
        end else begin
            if (h_count == HMAX) begin
                h_count <= 0;
                if (v_count == VMAX)
                    v_count <= 0;
                else
                    v_count <= v_count + 1;
            end else begin
                h_count <= h_count + 1;
            end
        end
    end
    assign hsync = ~(h_count >= (HD + HB) && h_count < (HD + HB + HR));
    assign vsync = ~(v_count >= (VD + VB) && v_count < (VD + VB + VR));
    assign video_on = (h_count < HD) && (v_count < VD);
    assign x = (h_count < HD) ? h_count : 0;
    assign y = (v_count < VD) ? v_count : 0;
endmodule
==> flow/run.sh <==
#!/bin/bash
# OpenROAD 26Q1-2900-gdf79404cd8, Yosys 0.63+post, stock flow scripts
make -C /OpenROAD-flow-scripts/flow DESIGN_CONFIG=/design/flow/config.mk WORK_HOME=/design/flow/orfs finish
==> flow/config.mk <==
export PLATFORM = sky130hd
export DESIGN_NAME = vga_controller
export DESIGN_NICKNAME = vga_controller
export VERILOG_FILES = /design/flow/design.v
export SDC_FILE = /design/flow/constraint.sdc
export NUM_CORES = 4
export LEC_CHECK = 1
export CORE_AREA = 10 10 104 104
export DIE_AREA = 0 0 114 114
==> flow/constraint.sdc <==
current_design vga_controller

set clk_period 1.4
set clk_io_pct 0.2

create_clock -name clk0 -period $clk_period [get_ports {clk_100MHz}]

set non_clock_inputs [all_inputs -no_clocks]
set_input_delay [expr $clk_period * $clk_io_pct] -clock clk0 $non_clock_inputs
set_output_delay [expr $clk_period * $clk_io_pct] -clock clk0 [all_outputs]
==> flow_summary.html <==
<h3>Run summary</h3>
<table>
<tr><th>Metric</th><th>Value</th></tr>
<tr><th colspan="2">Floorplanning</th></tr>
<tr><td>Count of standard-cell rows</td><td>34</td></tr>
<tr><td>Die Area</td><td>13000 um^2</td></tr>
<tr><td>Die x size</td><td>114 um</td></tr>
<tr><td>Initial standard-cell utilization of the core</td><td>15.1%</td></tr>
<tr><td>Die span in y</td><td>114 um</td></tr>
<tr><td>Total core area</td><td>8680 um^2</td></tr>
<tr><td>IO Pins</td><td>26</td></tr>
<tr><th colspan="2">GRT</th></tr>
<tr><td>Number of antenna violations at the first check in global routing</td><td>0</td></tr>
<tr><td>Grt ovf</td><td>0</td></tr>
<tr><td>Met2 GRT Util</td><td>6.64%</td></tr>
<tr><td>GR Util All Layers</td><td>4.63%</td></tr>
<tr><td>Number of global-route vias before repair</td><td>1009</td></tr>
<tr><td>Met3 demand-to-capacity share in global routing</td><td>1.49%</td></tr>
<tr><td>Pin count of the biggest net entering global routing</td><td>21</td></tr>
<tr><td>Fraction of met1 tracks used by global routing</td><td>6.93%</td></tr>
<tr><td>Wire length of the first global-routing pass</td><td>5.10 mm</td></tr>
<tr><td>Highest-utilization routing layer at the global route stage</td><td>met1</td></tr>
<tr><th colspan="2">Clock network</th></tr>
<tr><td>Latest clock arrival within the worst-skew pair</td><td>0.21 ns</td></tr>
<tr><td>Max Root-Sink Buffers</td><td>2</td></tr>
<tr><td>Depth of the CTS H-tree</td><td>1</td></tr>
<tr><td>TritonCTS Buffers</td><td>3</td></tr>
<tr><td>TritonCTS clock tree</td><td>done</td></tr>
<tr><td>CTS hold repair buffers</td><td>0</td></tr>
<tr><td>Clock Pin Slew Worst Setup and Hold Paths</td><td>0.03 ns</td></tr>
<tr><td>Clock root cell</td><td>sky130_fd_sc_hd__clkbuf_8</td></tr>
<tr><th colspan="2">Place</th></tr>
<tr><td>HPWL after detailed placement</td><td>2.31 mm</td></tr>
<tr><td>Post-Place Worst Slack</td><td>0.00858 ns</td></tr>
<tr><td>Routability congestion estimate from global placement</td><td>0.845</td></tr>
<tr><td>Count of buffers from port buffering</td><td>24</td></tr>
<tr><th colspan="2">Yosys</th></tr>
<tr><td>Logic family by area</td><td>simple AND/OR/NAND/NOR gates</td></tr>
<tr><td>XOR/XNOR Fraction of Synth Area</td><td>6.70%</td></tr>
<tr><td>Mux cell area share after synthesis</td><td>1.15%</td></tr>
<tr><td>Synth Instances</td><td>134</td></tr>
<tr><td>Cell taking the most area after synthesis</td><td>sky130_fd_sc_hd__dfrtp_1</td></tr>
<tr><td>Most common flop cell mapped by yosys</td><td>sky130_fd_sc_hd__dfrtp_1</td></tr>
<tr><td>EDFF count, synth</td><td>0</td></tr>
<tr><td>Number of warnings reported in the yosys synthesis log</td><td>1</td></tr>
<tr><td>Top area contributor share</td><td>42.1%</td></tr>
<tr><td>Basic Gates by Area</td><td>29.4%</td></tr>
<tr><td>Area contributors post-synth</td><td>sky130_fd_sc_hd__dfrtp_1 42%, sky130_fd_sc_hd__and2_1 9.1%, sky130_fd_sc_hd__ha_1 5.7%</td></tr>
<tr><td>Yosys stat chip area</td><td>1310 um^2</td></tr>
<tr><td>Cell variety after synth</td><td>34</td></tr>
<tr><td>Fraction of the yosys area taken by sequential cells</td><td>42.1%</td></tr>
<tr><td>Flip-flop and latch count after synthesis</td><td>22</td></tr>
<tr><td>Post-synthesis instance area</td><td>1310 um^2</td></tr>
<tr><td>Share of flip-flops with an asynchronous set or reset after synthesis</td><td>100%</td></tr>
<tr><td>Syn Area/Cell</td><td>9.75 um^2</td></tr>
<tr><td>Ys cells</td><td>134</td></tr>
<tr><td>Share of synthesized cell area in and-or and or-and compound cells</td><td>8.05%</td></tr>
<tr><td>Area share of fa/ha/maj cells after synthesis</td><td>5.75%</td></tr>
<tr><th colspan="2">STA</th></tr>
<tr><td>Register pins left without a clock</td><td>20</td></tr>
<tr><td>Number of endpoints failing setup at the final stage</td><td>0</td></tr>
<tr><td>Count of final hold-check violations</td><td>0</td></tr>
<tr><td>Crit share post-route</td><td>88.7%</td></tr>
<tr><td>Worst slew pin tran</td><td>0.725 ns</td></tr>
<tr><td>F_max</td><td>805 MHz</td></tr>
<tr><td>Count of endpoints without a timing constraint</td><td>42</td></tr>
<tr><td>Setup TNS after final layout</td><td>0 ns</td></tr>
<tr><td>Final Max Slew Viols</td><td>0</td></tr>
<tr><td>RSZ-0062 raised after global routing</td><td>false</td></tr>
<tr><td>Minimum clock period</td><td>1.24 ns</td></tr>
<tr><td>Final setup margin</td><td>0.158 ns</td></tr>
<tr><td>Largest clock skew in the final design</td><td>0.00429 ns</td></tr>
<tr><td>Max-Slew Margin vs Limit</td><td>51.1%</td></tr>
<tr><th colspan="2">Drt</th></tr>
<tr><td>Antenna diode count</td><td>0</td></tr>
<tr><td>WL final</td><td>2.93 mm</td></tr>
<tr><td>Starting DRT DRC Count</td><td>38</td></tr>
<tr><td>Post-DR wirelength/cell</td><td>11.0 um</td></tr>
<tr><td>Pre-antenna DRT Iters</td><td>4</td></tr>
<tr><td>Via count</td><td>975</td></tr>
<tr><td>Remaining antenna violation count after routing</td><td>0</td></tr>
<tr><td>Mean number of vias per cell</td><td>3.67</td></tr>
<tr><td># DRC</td><td>0</td></tr>
<tr><th colspan="2">Critical path</th></tr>
<tr><td>Critical setup path kind</td><td>reg2out</td></tr>
<tr><td>Destination of the worst register-to-register timing path</td><td>clk_div[1]</td></tr>
<tr><td>Reg2reg setup slack</td><td>0.67 ns</td></tr>
<tr><td>R2R depth</td><td>2</td></tr>
<tr><td>Worst path arrival time</td><td>0.96 ns</td></tr>
<tr><td>Critical R2R Launch</td><td>clk_div[0]</td></tr>
<tr><td>Critical path fanouts, max</td><td>2</td></tr>
<tr><td>Required time worst endpoint</td><td>1.12 ns</td></tr>
<tr><td>Endpoint class of the critical path</td><td>primary output</td></tr>
<tr><td>Startpoint type of the worst setup path</td><td>register</td></tr>
<tr><th colspan="2">Hold path</th></tr>
<tr><td>Hold Path Class</td><td>in2async</td></tr>
<tr><th colspan="2">Power</th></tr>
<tr><td>Total power divided by cell area</td><td>176 nW/um^2</td></tr>
<tr><td>Worst vdd rail ir drop</td><td>0.000345 V</td></tr>
<tr><td>Leakage power total</td><td>0.000742 uW</td></tr>
<tr><th colspan="2">Cells and area</th></tr>
<tr><td>Signed area change from the synthesized netlist to the final layout</td><td>30.8%</td></tr>
<tr><td>Fraction of layout instances using a drive strength above 1</td><td>6.96%</td></tr>
<tr><th colspan="2">Flow run</th></tr>
<tr><td>Tool warning count</td><td>29</td></tr>
<tr><td>Count of max-cap constraint violations</td><td>0</td></tr>
<tr><th colspan="2">Status</th></tr>
<tr><td>Status</td><td>finished, final reports clean</td></tr>
</table>
[layer usage]
metal / routed length [um] / part of all wire, %
met1: 1510 / 52
met2: 1230 / 42
met3: 183 / 6.3
met4: 0 / 0
met5: 0 / 0
[synth_stat cells, types with 3 or more instances]
cell                       n
sky130_fd_sc_hd__xnor2_1   8
sky130_fd_sc_hd__nor2_1    5
sky130_fd_sc_hd__nand4_1   6
sky130_fd_sc_hd__ha_1      6
sky130_fd_sc_hd__o21ai_0   4
sky130_fd_sc_hd__nand3_1   6
sky130_fd_sc_hd__nor3_1    3
sky130_fd_sc_hd__nand2_1   5
sky130_fd_sc_hd__and4_1    3
sky130_fd_sc_hd__and3_1    4
sky130_fd_sc_hd__and2_1   19
sky130_fd_sc_hd__dfrtp_1  22
sky130_fd_sc_hd__inv_1    10
sky130_fd_sc_hd__nor2b_1   5
[worst max-delay path: stages (launching register included)]
cell and delay (ns):
sky130_fd_sc_hd__dfrtp_1 0.32, sky130_fd_sc_hd__inv_2 0.05, sky130_fd_sc_hd__ha_4 0.15, sky130_fd_sc_hd__dlygate4sd2_1 0.23
[placed cells by master (no fill, tap or decap), drive strengths merged, types with 2 or more instances in the layout]
master	instances
clkdlybuf4s50	23
dfrtp	22
and2	19
inv	10
xnor2	8
nand4	7
nand3	6
ha	6
o21ai	6
nor2b	5
nand2	5
nor2	5
and3	4
and4	3
nor3	3
clkbuf	3
buf	3
a21o	2
a21oi	2
o211ai	2
xor2	2
[through the flow]
step / cells / util (%) / hold WS, ns / instance area (um^2) / power [uW]
floorplan: 134 / - / 0.269 / 1310 / 69.7
global placement: 262 / 19.0 / 0.399 / 1650 / 77.2
detailed placement: 262 / 19.0 / 0.400 / 1650 / 77.2
CTS: 266 / 19.7 / 0.237 / 1710 / 312
global route: 266 / 19.7 / 0.254 / 1710 / 320
finish: 266 / 19.7 / 0.234 / 1710 / 301
[cell type report]
type                       instances  area [um^2]
clock buffer                       3         41.3
fill                             967         6970
inverter                          10         37.5
multi-input combinational         96          683
sequential                        22          551
tap                              108          135
timing repair buffer              27          262
[timing repair]
item,in CTS,in global routing
buffers inserted,1,0
endpoints found under the hold margin,0,0
resized,5,0
setup endpoints to repair,1,0
[report_power, final]
part / total (uW) / switching (uW) / internal [uW]
registers: 57.7 / 0 / 57.7
clock network: 226 / 44.0 / 182
logic: 17.2 / 12.8 / 4.45
total: 301 / 56.7 / 244
[registers in the layout, indices dropped and copies added, names as in the netlist]
| signal | cells |
|---|---|
| v_count | 10 |
| h_count | 10 |
| clk_div | 2 |
[worst max-delay path by stage]
stage	start	end	slack (ns)	depth (start not counted)
after global routing	clk_div[0]	p_tick	0.11	3
after CTS	clk_div[0]	p_tick	0.14	3
final	clk_div[0]	p_tick	0.16	3
[cell families after synthesis]
kind of cell	after synthesis
multiplexers	1
XOR/XNOR	10
AND-OR/OR-AND	16
AND/OR/NAND/NOR	62
other	1
flip-flops	22
buffers and inverters	16
adder cells (fa/ha/maj)	6
Power figures rest on the tool's default switching activity, not on a simulated workload.

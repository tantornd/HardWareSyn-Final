==> design/flow/design.v <==
`timescale 1ns / 1ps
module baudrate(
    input clk,
    output reg baud
    );
    integer i;
    always @(posedge clk) begin
        i = i + 1;
        if (i == 325) 
            begin i = 0; 
            baud = ~baud; 
        end 
    end
endmodule
==> design/flow/run.sh <==
#!/bin/bash
# OpenROAD 26Q1-2900-gdf79404cd8, Yosys 0.63+post, stock flow scripts
make -C /OpenROAD-flow-scripts/flow DESIGN_CONFIG=/design/flow/config.mk WORK_HOME=/design/flow/orfs finish
==> design/flow/config.mk <==
export PLATFORM = sky130hd
export DESIGN_NAME = baudrate
export DESIGN_NICKNAME = baudrate
export VERILOG_FILES = /design/flow/design.v
export SDC_FILE = /design/flow/constraint.sdc
export NUM_CORES = 4
export LEC_CHECK = 1
export CORE_AREA = 10 10 109 109
export DIE_AREA = 0 0 119 119
==> design/flow/constraint.sdc <==
current_design baudrate

set clk_period 5.2
set clk_io_pct 0.2

create_clock -name clk0 -period $clk_period [get_ports {clk}]

set non_clock_inputs [all_inputs -no_clocks]
set_input_delay [expr $clk_period * $clk_io_pct] -clock clk0 $non_clock_inputs
set_output_delay [expr $clk_period * $clk_io_pct] -clock clk0 [all_outputs]
==> results.py <==
# Synthesis and PnR figures
metrics = {
    "outcome": {
        "result_of_the_run": "complete, no violations",
    },
    "sta": {
        "setup_violations": 0,
        "relSlewSlack_pct": 38.0,
        "fmax_mhz": 315,
        "final_max_slew_viol_count": 0,
        "unrepaired_setup_endpoints_after_global_routing": "no",
        "finalCriticalPeriod_ns": 3.17,
        "timing.setup.tns_ns": 0,
        "report.final.hold_viol_count": 0,
        "clock-skew-final_ns": 0.0110,
        "tightestPinTransition_ns": 0.921,
        "period_used_pct": 61.1,
    },
    "critical_path": {
        "worstReg2RegEnd": "baud",
        "critical_path_peak_fanout": 6,
        "cp.buffers_inverters": 0,
        "start_kind": "flop",
        "library_cell_contributing_the_largest_single_delay_on_the_critical_path": "nor4_1",
        "r2r_slack_ns": 2.03,
        "timing.critical_path.cells": "ha_1 > and4_2 > nand2_1 > or4_1 > xnor2_1 > nor4_1 > and4_1",
        "required_ns": 5.22,
        "worst-endpoint-arrival_ns": 3.19,
        "worst-r2r-cell-count": 7,
        "end_kind": "flop",
        "slowest_stage_delay_cp_ns": 0.81,
        "timing.rr.start": "i[0]",
        "setup.worst_path.class": "flop to flop",
        "cp_top_family": "simple AND/OR/NAND/NOR gates",
    },
    "die": {
        "floorplan.io_pins": 2,
        "die_w_um": 119,
        "num_rows": 36,
        "core_box_area_sq_um": 9640,
        "fp.dieArea_sq_um": 14200,
        "initial_core_util_pct": 19.8,
        "die_h_um": 119,
    },
    "route": {
        "detail-route-antenna-nets": 0,
        "detail_route.wl_per_cell_um": 11.5,
        "viasPerCell": 4.29,
        "drt-met1-wl_um": 2010,
        "route.vias.total": 1473,
        "drt-initial-drc-count": 178,
        "drt_wl_total_um": 3960,
        "first_pass_detailed_route_iteration_total": 4,
        "dr_wl_met2_um": 1720,
        "detailroute.wirelength.met3_um": 120,
        "drcViolationCount": 0,
        "routed.top_layer": "met4",
        "n_antenna_cell": 0,
    },
    "grt": {
        "grt_use_total_pct": 5.54,
        "initial_antenna_violation_count": 0,
        "overflow": 0,
        "maximum_number_of_pins_on_one_net_before_global_route_repair": 12,
        "grt_pass1_vias": 1366,
        "wire_length_of_the_first_global_routing_pass_um": 6790,
    },
    "min_path": {
        "min_delay_path_depth": 1,
        "worst_hold_path_type": "flop to flop",
        "whs_endpoint": "i[14]",
        "hold_path_start": "i[14]",
    },
    "run": {
        "stage_log_warnings": 26,
        "max_cap_viol_count": 0,
    },
    "yosys": {
        "ys_warn_count": 1,
        "synth-xor-area-share_pct": 13.8,
        "syn_avg_cell_area_sq_um": 9.00,
        "mux_share_pct": 1.11,
        "ys_sh_aoi_pct": 6.69,
        "yosys.stat.seqShare_pct": 35.1,
        "netlist-cell-type-count": 44,
        "numSynthFlops": 33,
        "synth_stat.cells": 212,
        "flop_cell": "dfxtp_1",
        "netlist_area_sq_um": 1910,
        "post_synth_arst_share_pct": 0,
        "synth_adder_area_share_pct": 1.31,
        "netlist_instances": 212,
        "synth-edff-count": 1,
        "synth_largest_type_area_fraction_pct": 33.6,
        "leading_post_synthesis_cells_by_cell_area": "dfxtp_1 34%, xnor2_1 8.3%, xor2_1 5.5%, nand4_1 5.2%, nor2_1 3.9%",
        "yosys.area_share.simple_pct": 36.5,
        "yosys_area_sq_um": 1910,
        "netlist_logic_family_top": "simple AND/OR/NAND/NOR gates",
        "yosysTopAreaCell": "dfxtp_1",
    },
    "layout": {
        "fraction_of_final_layout_cells_with_drive_strength_greater_than_1_pct": 10.5,
        "fillCellCount": 1064,
        "area_growth_syn_to_layout_pct": 9.51,
        "postLayoutCoreUtil_pct": 21.7,
        "post-route-cell-area_sq_um": 2090,
    },
    "clock_network": {
        "cts.reportedPaths.clkPinSlew_ns": 0.08,
        "clock_sink_count": 33,
        "root_buffer_master": "clkbuf_8",
        "tritoncts": "yes",
        "cts_buffer_depth": 2,
        "cts_buffers": 5,
        "cell_resize_tally_after_clock_tree_synthesis": 0,
        "insertion_delay_ns": 0.29,
        "number_of_hold_buffers_added_after_cts": 0,
        "post_cts_buffers": 0,
        "htree_levels": 2,
    },
    "pwr": {
        "power_frac_clock_pct": 43.2,
        "max-vdd-ir-drop_v": 0.0000760,
        "cell_area_power_density_nw_per_um2": 214,
        "power.combinational.fraction_pct": 0,
        "seqPwrFrac_pct": 56.8,
        "internal-power_uw": 346,
        "pleak_nw": 0.674,
        "switching_share_pct": 22.6,
        "switching_power_uw": 101,
    },
    "place": {
        "hpwlAfterDp_um": 2890,
        "placedInstanceArea_sq_um": 2000,
        "buffer_ports.inserted": 1,
        "gp_congestion": 0.865,
    },
}
-- layer usage --
metal	global-route usage, %	vias up
met3	0.959	7
met4	1.83	0
met1	8.06	672
li1	-	770
met2	8.13	24
met5	0	-
-- Yosys cell counts (2+ instances only) --
cell type,count
buf_6,3
and4_2,2
and4_1,3
inv_1,6
o21ai_0,2
nand4_1,16
buf_4,3
clkbuf_2,2
nand2_1,15
dfxtp_1,32
a31oi_1,7
nor4_1,10
and3_1,3
clkbuf_1,2
nand4_4,2
ha_1,2
nor4b_4,2
or4_1,2
xor2_1,12
or3_2,2
xnor2_1,18
nand3_1,12
nor2_1,20
nor3_1,14
-- cells in the final DEF, fill, tap and decap left out, types with 2 or more instances in the layout --
master and n:
clkbuf_8 5, nor4b_4 2, nand4_4 2, ha_1 2, clkinv_2 2, nor4_1 10
and4_1 3, xnor2_1 18, dfxtp_1 32, o21ai_0 2, a31oi_1 7, nand4_1 16
or3_2 2, nor3_1 14, or4_1 2, inv_1 6, and3_1 3, and4_2 2
nor2_1 20, nand3_1 12, nand2_1 15, xor2_1 12
-- cell type report --
| cell class | instances | area [sq um] | share of cell area (%) |
|---|---|---|---|
| timing repair buffer | 1 | 10.0 | 0.479 |
| sequential | 33 | 671 | 32.1 |
| clock inverter | 3 | 17.5 | 0.838 |
| inverter | 6 | 22.5 | 1.08 |
| tap | 133 | 166 | 7.96 |
| clock buffer | 5 | 68.8 | 3.29 |
| multi-input combinational | 162 | 1130 | 54.3 |
-- logic make-up (layout without fill, tap and decap cells) --
| group | after synthesis | after routing |
|---|---|---|
| fa+ha+maj | 2 | 2 |
| xor+xnor | 30 | 30 |
| compound gates | 16 | 16 |
| mux | 2 | 2 |
| buf+inv | 17 | 15 |
| simple gates | 112 | 112 |
| flops | 33 | 33 |
-- flip-flops by register name (all words and copies together) (netlist names) --
register and cells:
baud 1, i 32
-- power groups by stage --
stage | registers, mW | clock network (mW) | logic, mW
after global routing | 0.253 | 0.212 | 0.000000361
final | 0.254 | 0.193 | 0.000000361
after CTS | 0.254 | 0.198 | 0.000000361
-- through the flow --
step | setup slack (ns) | cells | hold WS, ns | power, mW
after floorplan | 2.44 | 212 | 0.467 | 0.259
after global placement | 2.20 | 335 | 0.501 | 0.259
after detailed placement | 2.10 | 335 | 0.498 | 0.259
after CTS | 2.08 | 343 | 0.515 | 0.452
after global routing | 1.86 | 343 | 0.543 | 0.465
final | 2.03 | 343 | 0.519 | 0.447
-- how the worst max path moves through the flow --
stage,start,slack [ns],cells past startpoint,to
global route,i[1],1.86,7,baud
finish,i[0],2.03,7,baud
CTS,i[0],2.08,7,baud
Power figures rest on the tool's default switching activity, not on a simulated workload.

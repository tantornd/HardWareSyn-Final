<file path="flow/config.mk">
export PLATFORM = sky130hd
export DESIGN_NAME = uart
export DESIGN_NICKNAME = uart
export VERILOG_FILES = /design/flow/design.v
export SDC_FILE = /design/flow/constraint.sdc
export NUM_CORES = 4
export LEC_CHECK = 1
export CORE_UTILIZATION = 30
</file>
<file path="flow/constraint.sdc">
current_design uart

set clk_period 2.6
set clk_io_pct 0.2

create_clock -name clk0 -period $clk_period [get_ports {baud}]

set non_clock_inputs [all_inputs -no_clocks]
set_input_delay [expr $clk_period * $clk_io_pct] -clock clk0 $non_clock_inputs
set_output_delay [expr $clk_period * $clk_io_pct] -clock clk0 [all_outputs]
</file>
<file path="flow/design.v">
`timescale 1ns / 1ps
module uart(
    input baud,            
    input RsRx,            
    output RsTx,           
    output [7:0] data_out, 
    output received        
    );
    reg en, last_rec;       
    reg [7:0] data_in;      
    reg is_thai;            
    wire [7:0] data_out;    
    wire sent;              
    wire received;          
    uart_rx receiver(baud, RsRx, received, data_out);
    uart_tx transmitter(baud, data_in, en, sent, RsTx);
    always @(posedge baud) begin
        if (en) 
            en <= 0;  
        if (~last_rec & received) begin
            data_in <= data_out;  
            is_thai <= (data_out >= 8'hA0 && data_out <= 8'hFF);  
            if ((data_out >= 8'h20 && data_out <= 8'h7E) ||  
                (data_out >= 8'hA0 && data_out <= 8'hFF))    
                en <= 1;
        end
        last_rec <= received;  
    end
endmodule
`timescale 1ns / 1ps
module uart_rx(
    input clk,                 
    input bit_in,              
    output reg received,       
    output reg [7:0] data_out  
    );
    reg last_bit;               
    reg receiving = 0;          
    reg [7:0] count = 0;        
    always @(posedge clk) begin
        if (~receiving && last_bit && ~bit_in) begin
            receiving <= 1;   
            received <= 0;    
            count <= 0;       
        end
        last_bit <= bit_in;
        if (receiving) 
            count <= count + 1;
        case (count)
            8'd24: data_out[0] <= bit_in; 
            8'd40: data_out[1] <= bit_in; 
            8'd56: data_out[2] <= bit_in; 
            8'd72: data_out[3] <= bit_in;  
            8'd88: data_out[4] <= bit_in;  
            8'd104: data_out[5] <= bit_in; 
            8'd120: data_out[6] <= bit_in; 
            8'd136: data_out[7] <= bit_in; 
            8'd152: begin
                received <= 1;    
                receiving <= 0;   
            end
        endcase
    end
endmodule
`timescale 1ns / 1ps
module uart_tx(
    input clk,                   
    input [7:0] data_transmit,   
    input ena,                   
    output reg sent,             
    output reg bit_out           
);
    reg last_ena;               
    reg sending = 0;            
    reg [7:0] count = 0;        
    reg [7:0] temp;             
    always @(posedge clk) begin
        if (~sending && ~last_ena && ena) begin
            temp <= data_transmit;   
            sending <= 1;            
            sent <= 0;                
            count <= 0;               
        end
        last_ena <= ena;
        if (sending) begin
            count <= count + 1;
        end else begin
            count <= 0;
            bit_out <= 1;            
        end
        case (count)
            8'd8:    bit_out <= 0;                  
            8'd24:   bit_out <= temp[0];            
            8'd40:   bit_out <= temp[1];            
            8'd56:   bit_out <= temp[2];            
            8'd72:   bit_out <= temp[3];            
            8'd88:   bit_out <= temp[4];            
            8'd104:  bit_out <= temp[5];            
            8'd120:  bit_out <= temp[6];            
            8'd136:  bit_out <= temp[7];            
            8'd152: begin
                sent <= 1;         
                sending <= 0;      
            end
        endcase
    end
endmodule
</file>
<file path="flow/run.sh">
#!/bin/bash
# OpenROAD 26Q1-2900-gdf79404cd8, Yosys 0.63+post, stock flow scripts
make -C /OpenROAD-flow-scripts/flow DESIGN_CONFIG=/design/flow/config.mk WORK_HOME=/design/flow/orfs finish
</file>
==> flow_summary.toml <==
# generated from flow reports
[run_status]
run_status = "complete, no violations"

[detailed_routing]
total_via_count_after_detailed_routing = 1141
drt-total-wl_um = 2776
final_antenna_net_count = 0
drt-pass1-iter-count = 4
vias_per_cell = 4.492
drtIter0Drc = 91
wire_per_inst_um = 10.93
drc = 0
detail_route.antenna_diodes = 0

[setup_path]
path_class = "reg2out"
critPathRequiredTime_ns = 2.08
ff2ff_setup_slack_ns = 0.99
number_of_buffers_and_inverters_on_the_critical_path = 1
worst-endpoint-arrival_ns = 1.19
critPathMaxFanout = 3
critical_path.reg2reg.endpoint = "receiver.data_out[0]"
worst_path_max_delay_cell = "sky130_fd_sc_hd__clkdlybuf4s50_1"
crit_family = "buffers and inverters"
rr_startpoint = "receiver.count[0]"
startpoint_type = "flop"
path_cells = "clkdlybuf4s50_1"
critPathCaptureType = "primary output"
worst-r2r-cell-count = 6
worst_setup_path_startpoint = "receiver.data_out[0]"
slowest_delay_ns = 0.49

[flow_run]
cap_viol_max_count = 0
tool_warnings = 27

[final_timing]
tightestPinTransition_ns = 0.6984
fin_crit_ns = 1.713
setup_viol_count_final = 0
hold_viol_final = 0
totalNegativeSetupSlack_ns = 0
finalCritPeriodShare_pct = 65.87
slew_headroom_pct = 53.35
timing_max_transition_violations_final = 0
rsz0062_at_grt = "no"
fin_worst_skew_ns = 0.005682
maxClockFrequency_mhz = 583.9

[place]
portBuffers = 11
gpl.final_weighted_congestion = 0.8076
placedCellCount = 246
detailedPlacementHpwl_um = 1919

[power]
vdd.ir_drop.worst_mv = 0.5324
power.density_cell_area_nw_per_um2 = 993.0
power.static_leakage_nw = 0.7886

[yosys]
postSynthSeqShare_pct = 65.82
synth.distinct_cells = 34
yosysCellCount = 163
synthesis.area_um2 = 1962
yosys_register_bits = 48
syn_inst = 163
number_of_warnings_printed_during_yosys_synthesis = 3
ys_area_um2 = 1962
post_synth.cell_area_avg_um2 = 12.04

[cells_and_area]
stdcell_count = 254
drive_above_1_share_pct = 6.215
area.growth.synth_to_final_pct = 14.73

[min_path]
timing.hold.worst.class = "reg2reg"
min_delay_worst_endpoint = "transmitter.last_ena"
min_delay_path_depth = 0
startpoint_of_the_worst_hold_path = "en"

[clock_tree]
cts_num_sinks = 48
clock.latency.late_pin_ns = 0.29
clock_path_buffers = 2
cts_made_buffers = 5
root_buffer_master = "sky130_fd_sc_hd__clkbuf_8"
h_tree_depth_reported_by_cts = 2
holdBufCountCts = 0
cts.clk_slew.worst_paths_ns = 0.09
tritoncts = "done"
postCtsSetupBuffers = 0
postCtsResizedCells = 0

[global_route]
antenna_found_initial = 0
gr-usage-all-layers_pct = 9.168
grt_pass1_wl_um = 5002
grt_pass1_vias = 1101
grt_overflow = 0
grt_max_degree = 16

[floorplan]
die_area_um2 = 6867
design.core.area_um2 = 6314
fp_util_pct = 31.07
num_rows = 29
die_width_um = 82.87
ios = 12
die_y_um = 82.87
## Yosys cell counts, drive strengths merged
library cell | count | share of area, %
ha | 4 | 2.6
o22ai | 3 | 0.96
nand4b | 1 | 0.45
nor3b | 1 | 0.38
nor2b | 2 | 0.64
o21ai | 7 | 1.8
nor3 | 4 | 1.0
xnor2 | 6 | 2.7
edfxtp | 33 | 51
o21a | 1 | 0.38
nand4 | 4 | 1.3
and2 | 8 | 2.6
nand2 | 12 | 2.4
a32oi | 1 | 0.45
nand3 | 6 | 1.8
and3 | 1 | 0.32
dfxtp | 15 | 15
buf | 5 | 1.7
nand3b | 3 | 1.1
nand2b | 3 | 0.96
xor2 | 3 | 1.3
clkbuf | 1 | 0.19
nor2 | 16 | 3.1
a21oi | 4 | 1.0
or3 | 3 | 0.96
a41oi | 1 | 0.45
nor4 | 2 | 0.64
inv | 10 | 1.9
o31ai | 1 | 0.38
a21boi | 1 | 0.38
a22o | 1 | 0.45
## cells in the final DEF (no fill, tap or decap), types with 2 or more instances in the layout
master and n:
sky130_fd_sc_hd__clkbuf_8 5, sky130_fd_sc_hd__nor3_1 4, sky130_fd_sc_hd__nand2_1 11, sky130_fd_sc_hd__nand3b_1 3
sky130_fd_sc_hd__dfxtp_1 15, sky130_fd_sc_hd__nand3_1 5, sky130_fd_sc_hd__nor4_1 2, sky130_fd_sc_hd__a21oi_1 4
sky130_fd_sc_hd__xnor2_1 6, sky130_fd_sc_hd__nand2b_1 3, sky130_fd_sc_hd__or3_1 3, sky130_fd_sc_hd__ha_1 4
sky130_fd_sc_hd__o22ai_1 3, sky130_fd_sc_hd__nor2b_1 2, sky130_fd_sc_hd__inv_1 10, sky130_fd_sc_hd__nor2_1 16
sky130_fd_sc_hd__nand4_1 4, sky130_fd_sc_hd__and2_1 8, sky130_fd_sc_hd__clkdlybuf4s50_1 11, sky130_fd_sc_hd__xor2_1 3
sky130_fd_sc_hd__o21ai_0 7, sky130_fd_sc_hd__edfxtp_1 33
## registers in the layout, summed over array words and instances (netlist names)
signal,cells
receiver.received,1
transmitter.count,8
transmitter.sending,1
receiver.receiving,1
transmitter.last_ena,1
transmitter.temp,8
en,1
receiver.data_out,8
data_in,8
receiver.count,8
transmitter.bit_out,1
last_rec,1
receiver.last_bit,1
## cell type report
cell class	count	area, µm²
inverters	10	37.54
flip-flops and latches	48	1291
clock inverters	3	42.54
clock buffers	5	68.82
fillers	620	4063
repair buffers	12	117.6
well taps	77	96.34
multi-input cells	99	596.8
## stage by stage
step | util, % | power (mW) | worst slack [ns] | hold WS, ns | instance area [µm²]
2_1_floorplan | - | 1.625 | 1.069 | 0.3379 | 1962
3_3_place_gp | 33.89 | 1.724 | 0.6740 | 0.3548 | 2140
3_5_place_dp | 33.89 | 1.732 | 0.6395 | 0.3609 | 2140
4_1_cts | 35.65 | 2.257 | 0.8777 | 0.3689 | 2251
5_1_grt | 35.65 | 2.410 | 0.8268 | 0.3837 | 2251
6_report | 35.65 | 2.235 | 0.8873 | 0.3709 | 2251
## how the worst max path moves through the flow
stage	to	cells past startpoint
CTS	data_out[0]	1
global route	receiver.data_out[0]	6
finish	data_out[0]	1
## report_power, final
group          total [mW]  switching [mW]  internal (mW)
logic               0.428           0.203          0.224
clock network       0.523           0.240          0.284
registers            1.28           0.223           1.06
## per-layer routing
metal	track usage (%)	part of all wire (%)	vias up
li1	-	-	598
met5	0	0	-
met3	2.825	4.2	2
met1	14.43	52	525
met2	13.41	43	16
met4	1.411	0.54	0
## kinds of logic (layout without fill, tap and decap cells)
kind of cell / after synthesis / in the layout / share of synthesized area, %
simple gates: 66 / 66 / 17.60
flops: 48 / 48 / 65.82
compound gates: 20 / 20 / 6.251
buf+inv: 16 / 30 / 3.763
xor+xnor: 9 / 9 / 4.018
fa+ha+maj: 4 / 4 / 2.551
Power and IR drop assume default switching activity.
